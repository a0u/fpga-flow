==> /design/flow/design.v <==
`timescale 1ns/1ps
module edge_detector(
	input clock,
	input reset,
	input in,
	output out);
	reg [1:0] debounce;
	reg detect;
	wire enable;
	assign enable = &debounce;
	assign out = enable & ~detect;
	always @(posedge clock) begin
		if (reset | ~in) begin
			debounce <= 2'h0;
		end else if (in & ~enable) begin
			debounce <= debounce + 2'h1;
		end
		if (reset) begin
			detect <= 1'b0;
		end else begin
			detect <= enable;
		end
	end
endmodule
==> /design/flow/run.sh <==
#!/bin/bash
# OpenROAD 26Q1-2900-gdf79404cd8, Yosys 0.63+post, stock flow scripts
make -C /OpenROAD-flow-scripts/flow DESIGN_CONFIG=/design/flow/config.mk WORK_HOME=/design/flow/orfs finish
==> /design/flow/config.mk <==
export PLATFORM = sky130hd
export DESIGN_NAME = edge_detector
export DESIGN_NICKNAME = edge_detector
export VERILOG_FILES = /design/flow/design.v
export SDC_FILE = /design/flow/constraint.sdc
export NUM_CORES = 4
export LEC_CHECK = 1
export CORE_AREA = 10 10 70 70
export DIE_AREA = 0 0 80 80
==> /design/flow/constraint.sdc <==
current_design edge_detector

set clk_period 1.0
set clk_io_pct 0.2

create_clock -name clk0 -period $clk_period [get_ports {clock}]

set non_clock_inputs [all_inputs -no_clocks]
set_input_delay [expr $clk_period * $clk_io_pct] -clock clk0 $non_clock_inputs
set_output_delay [expr $clk_period * $clk_io_pct] -clock clk0 [all_outputs]
==> impl_metrics.env <==
# yosys + openroad results
export IMPL_grt_pass1_vias=133
export IMPL_die_h_um=80
export IMPL_outcome="complete, but fails checks"
export IMPL_cts_made_buffers=3
export IMPL_yosys_warnings=1
export IMPL_ys_sh_xor_pct=7.45
export IMPL_max_stage_delay_ns=0.33
export IMPL_routed_wl_um=315
export IMPL_antenna_found_initial=0
export IMPL_min_from="reset"
export IMPL_hold_depth=2
export IMPL_die_area_um2=6400
export IMPL_fin_util_pct=7.73
export IMPL_cp_end_kind="primary output"
export IMPL_final_area_um2=264
export IMPL_cp_max_fo=2
export IMPL_gr_usage_all_layers_pct=1.18
export IMPL_syn_area_um2=118
export IMPL_hold_path_endpoint="detect"
export IMPL_fp_dieW_um=80
export IMPL_grt_pass1_wl_um=503
export IMPL_mux_share_pct=8.51
export IMPL_cts_tree="built"
export IMPL_warnings=27
export IMPL_ys_cells=11
export IMPL_setup_worst_path_start="debounce[0]"
export IMPL_synth_avg_cell_area_um2=10.7
export IMPL_clkTransAtPathRegs_ns=0.04
export IMPL_core_area_um2=3420
export IMPL_final_seq_area_um2=62.6
export IMPL_rr_worst_depth=4
export IMPL_io_pins=4
export IMPL_drive_above_1_share_pct=50.0
export IMPL_maxCapViolations=0
export IMPL_tightest_slew_ns=0.125
export IMPL_simple_gate_area_share_pct=22.3
export IMPL_ant_nets=0
export IMPL_routed_via_density=1.53
export IMPL_n_fill_cell=410
export IMPL_h_tree_depth=1
export IMPL_placed_cells=62
export IMPL_gp_congestion=0.544
export IMPL_fin_crit_ns=1.13
export IMPL_synth_cell_types=7
export IMPL_setup_viol=1
export IMPL_grt_max_degree=4
export IMPL_drtIter0Drc=4
export IMPL_clockBufferDepth=2
export IMPL_worst_clock_skew_ns=0.00173
export IMPL_logic_area_um2=77.6
export IMPL_cellLeakagePower_uw=0.0000938
export IMPL_synth_flop_count=3
export IMPL_path_class="flip-flop to primary output"
export IMPL_reg2reg_from="debounce[0]"
export IMPL_crit_path_top_delay_cell="dfxtp_2"
export IMPL_cp_start_kind="flip-flop"
export IMPL_vias=101
export IMPL_setup_ws_ns=-0.133
export IMPL_io_buffer_count=3
export IMPL_vdd_ir_drop_max_mv=0.229
export IMPL_drcViolationCount=0
export IMPL_gr_total_overflow=0
export IMPL_fp_util_pct=3.44
export IMPL_cts_sinks=3
export IMPL_clk_latency_ns=0.23
export IMPL_synth_adder_area_share_pct=10.6
export IMPL_r2r_slack_ns=0.06
export IMPL_rsz0062_at_grt="true"
export IMPL_r2r_end="debounce[1]"
export IMPL_power_density_nw_per_um2=1410
export IMPL_hold_class="input port to flip-flop"
export IMPL_root_buffer="clkbuf_4"
export IMPL_instances_no_fill=66
export IMPL_synth_chip_area_um2=118
export IMPL_max_freq_mhz=883
export IMPL_finalCritPeriodShare_pct=113
export IMPL_synthCells=11
export IMPL_place_area_um2=220
export IMPL_hold_violations=0
export IMPL_arrival_ns=0.93
export IMPL_holdWs_ns=0.515
export IMPL_slew_headroom_pct=91.4
export IMPL_path_cells="ha_4, nor2b_4, buf_2"
export IMPL_drt_pass1_iter_count=2
export IMPL_synthAoiAreaFrac_pct=0
export IMPL_wl_per_cell_um=4.77
export IMPL_violations="negative setup slack"
export IMPL_cp_data_required_time_ns=0.80
export IMPL_rows=21
export IMPL_report_final_slew_viol_count=0
export IMPL_n_antenna_cell=0
export IMPL_area_delta_synth_final_pct=124
export IMPL_yosysSeqAreaShare_pct=51.1
export IMPL_logic_family="simple AND/OR/NAND/NOR gates"
==> worst max-delay path, delay by kind of cell (launching register included) <==
family,cells,cell delay (ns)
DFF,1,0.33
adders and majority gates,1,0.16
and+or+nand+nor,1,0.11
buffers and inverters,1,0.11
==> final cells by class <==
cell class / instances / area share [%]
multi-input combinational: 8 / 29.4
clock buffer: 4 / 9.95
sequential: 3 / 23.7
tap: 46 / 21.8
timing repair buffer: 5 / 15.2
==> cells in the mapped netlist <==
cell | n | area (µm²)
xor2_1 | 1 | 8.76
nor2b_1 | 2 | 12.5
mux2i_1 | 1 | 10.0
nand2b_1 | 1 | 6.26
dfxtp_1 | 3 | 60.1
nor2_1 | 2 | 7.51
ha_1 | 1 | 12.5
==> timing repair <==
item	4_1_cts	5_1_grt
hold buffers	0	0
gates resized	6	2
pin swaps	1	1
setup buffers	0	0
endpoints found under the setup margin	1	3
==> where the power goes <==
part           switching (µW)  internal [µW]  total, µW
sequential               4.25            125        130
combinational            8.12           17.7       25.8
clock                    67.3            150        217
==> per-stage QoR <==
| step | setup WS [ns] | setup TNS, ns | total power, µW |
|---|---|---|---|
| after floorplan | 0.125 | 0 | 138 |
| after global placement | -0.285 | -0.285 | 152 |
| after detailed placement | -0.293 | -0.293 | 153 |
| after CTS | -0.163 | -0.163 | 379 |
| after global routing | -0.168 | -0.184 | 400 |
| final | -0.133 | -0.133 | 373 |
==> worst max-delay path by stage <==
stage,slack [ns],endpoint
final,-0.13,out
after global routing,-0.17,out
after CTS,-0.16,out
==> sequential cells by signal, indices dropped and copies added, names as in the netlist <==
register and cells:
debounce 2, detect 1
==> cells by family (layout without fill, tap and decap cells) <==
family,count (synthesis),in the layout
simple gates,5,5
flops,3,3
fa+ha+maj,1,1
xor+xnor,1,1
mux,1,1
buf+inv,0,9
==> routing by layer <==
metal | up-vias | share of wire, % | global-route usage (%)
met4 | 0 | 0 | 0.176
met1 | 43 | 37 | 0.730
met2 | 6 | 42 | 1.69
li1 | 52 | - | -
met5 | - | 0 | 0
met3 | 0 | 21 | 2.05
==> cells in the final DEF, fill, tap and decap left out, drive strengths merged <==
master and count:
xor2 1, mux2i 1, nor2b 2, clkbuf 4, nand2b 1, ha 1
clkdlybuf4s50 2, dfxtp 3, nor2 2, buf 3
Power and IR drop assume default switching activity.

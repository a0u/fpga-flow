==> design/flow/config.mk <==
export PLATFORM = sky130hd
export DESIGN_NAME = up_down_counter
export DESIGN_NICKNAME = up_down_counter
export VERILOG_FILES = /design/flow/design.v
export SDC_FILE = /design/flow/constraint.sdc
export NUM_CORES = 4
export LEC_CHECK = 1
export CORE_AREA = 10 10 76 76
export DIE_AREA = 0 0 86 86
==> design/flow/constraint.sdc <==
current_design up_down_counter

set clk_period 4.2
set clk_io_pct 0.2

create_clock -name clk0 -period $clk_period [get_ports {clock}]

set non_clock_inputs [all_inputs -no_clocks]
set_input_delay [expr $clk_period * $clk_io_pct] -clock clk0 $non_clock_inputs
set_output_delay [expr $clk_period * $clk_io_pct] -clock clk0 [all_outputs]
==> design/flow/design.v <==
`timescale 1ns/1ps
module up_down_counter(
	input clock,
	input reset,
	input up,
	input down,
	output reg [7:0] count
);
	reg [7:0] addend;
	always @(*) begin
		if (up & ~down) begin
			addend = 8'h01;
		end else if (~up & down) begin
			addend = 8'hFF;
		end else begin
			addend = 8'h00;
		end
	end
	always @(posedge clock) begin
		if (reset) begin
			count <= 8'h0;
		end else begin
			count <= count + addend;
		end
	end
endmodule
==> design/flow/run.sh <==
#!/bin/bash
# OpenROAD 26Q1-2900-gdf79404cd8, Yosys 0.63+post, stock flow scripts
make -C /OpenROAD-flow-scripts/flow DESIGN_CONFIG=/design/flow/config.mk WORK_HOME=/design/flow/orfs finish
==> results.sh <==
# yosys + openroad results
export IMPL_n_antenna_cell=0
export IMPL_grt_pass1_vias=547
export IMPL_io_pins=12
export IMPL_gp_congestion=0.787
export IMPL_power_frac_clock=0.288
export IMPL_setup_violations=0
export IMPL_fin_cells=141
export IMPL_synthArstFlopShare=0
export IMPL_fillers=446
export IMPL_clk_pin_slew_worst_paths_ps=40
export IMPL_largest_reg_flops=8
export IMPL_rsz0062_at_grt="false"
export IMPL_grt_use_total=0.0429
export IMPL_ant_nets=0
export IMPL_cp_data_arrival_time_ps=3200
export IMPL_finClkSkew_ps=1.66
export IMPL_critPathMaxStageDelay_ps=590
export IMPL_synthTopCellsByArea="dfxtp_1 24%, ha_1 7.4%, xnor2_1 5.2%, nor2b_1 4.6%, buf_2 4.4%"
export IMPL_top_area_frac=0.237
export IMPL_wl_per_cell_microns=11.1
export IMPL_cts_hold_buffers_added=0
export IMPL_num_vias=589
export IMPL_die_x_microns=86
export IMPL_portBuffers=11
export IMPL_reg_top3="count (8)"
export IMPL_clock_latency_ps=230
export IMPL_placed_cells=138
export IMPL_static_leakage_power_nw=0.303
export IMPL_clockBufferDepth=2
export IMPL_rows=23
export IMPL_regArea_sq_um=160
export IMPL_numCtsBuffers=3
export IMPL_worstHoldPathType="register to register"
export IMPL_switchingPower_uw=95.6
export IMPL_critPathLaunchType="input port"
export IMPL_combGateArea_sq_um=452
export IMPL_finalCriticalPeriod_ps=3090
export IMPL_synthDistinctLibCells=34
export IMPL_drive_above_1_share=0.0879
export IMPL_status="complete, no violations"
export IMPL_hold_viol_final=0
export IMPL_slew_limit_headroom=0.562
export IMPL_yosysChipArea_sq_um=676
export IMPL_drt_pass1_iterations=4
export IMPL_powerDensity_mw_per_mm2=372
export IMPL_clockRootBuffer="clkbuf_8"
export IMPL_maxSlewViolCount=0
export IMPL_drc=0
export IMPL_power_internal_uw=219
export IMPL_ys_flops=8
export IMPL_hpwl_microns=1150
export IMPL_grt_pass1_wl_microns=2660
export IMPL_yosys_warnings=1
export IMPL_drv_cap=0
export IMPL_met1_usage=0.0578
export IMPL_crit_top_cell="ha_1"
export IMPL_die_h_microns=86
export IMPL_grt_use_met3=0.0219
export IMPL_post_cts_buffers=0
export IMPL_combPwrFrac=0.323
export IMPL_cts_sinks=8
export IMPL_yosys_most_used_dff="dfxtp_1"
export IMPL_worst_slew_pin_slew_ps=657
export IMPL_cts_resized=0
export IMPL_max_freq_mhz=324
export IMPL_tool_warnings=26
export IMPL_htree_num_levels=1
export IMPL_finalCritPeriodShare=0.735
export IMPL_top_register="count"
export IMPL_syn_to_final_growth_pct=25.0
export IMPL_antenna_found_initial=0
export IMPL_fin_util=0.205
export IMPL_crit_required_ps=4310
export IMPL_tritoncts="yes"
export IMPL_top_cell="dfxtp_1"
export IMPL_grt_max_degree=18
export IMPL_grt_ovfl_total=0
export IMPL_path_class="input port to register"
export IMPL_seq_area_frac_synth=0.237
export IMPL_postRouteWirelength_microns=1570
export IMPL_drt_iter0_markers=81
export IMPL_synth_area_sq_um=676
export IMPL_worstPathMaxFanout=17
export IMPL_syn_inst=85
export IMPL_yosysTopAreaCell="dfxtp_1"
export IMPL_dieArea_sq_mm=0.00740
export IMPL_crit_chain="clkdlybuf4s50_1 -> ha_1 -> xor2_1 -> ha_1 -> a41oi_1 -> mux2i_1 -> a32oi_1 -> o21ai_0 -> mux2_2"
export IMPL_p_seq_frac=0.389
export IMPL_synth_stat_cells=85
export IMPL_synth_edff_count=0
export IMPL_avgSynthCellArea_sq_um=7.95
export IMPL_p_sw_frac=0.304
export IMPL_vias_per_cell=4.18
export IMPL_grtUsageMet2=0.0609
export IMPL_fp_util=0.164
export IMPL_top_cells_by_count="8 x dfxtp_1, 7 x nor2_1, 6 x buf_2, 6 x o21ai_0"
export IMPL_cp_slowest_cell="ha_1"
export IMPL_grt_busiest_layer="met2"
export IMPL_vdd_drop_max_uv=74.1
export IMPL_fin_setup_tns_ps=0
export IMPL_coreArea_sq_mm=0.00412
export IMPL_endpoint_kind="register"
-- path summary, 6_finish.rpt --
check,to,slack (ps),startpoint,cells after the start
setup reg to reg,count[6]$_SDFF_PP0_,2320,count[1]$_SDFF_PP0_,7
hold reg to reg,count[7]$_SDFF_PP0_,550,count[7]$_SDFF_PP0_,2
setup / recovery,count[6]$_SDFF_PP0_,1110,down,9
hold / removal,count[7]$_SDFF_PP0_,550,count[7]$_SDFF_PP0_,2
-- per-stage QoR --
step / area [sq um] / hold slack (ps) / power [mW] / setup slack (ps)
5_1_grt: 845 / 613 / 0.342 / 1000
3_3_place_gp: 803 / 559 / 0.227 / 927
3_5_place_dp: 803 / 548 / 0.226 / 914
2_1_floorplan: 676 / 502 / 0.188 / 1490
6_report: 845 / 551 / 0.314 / 1110
4_1_cts: 845 / 560 / 0.321 / 1140
-- critical path, delay by kind of cell --
| family | cells | cell delay (ps) |
|---|---|---|
| mux | 2 | 370 |
| fa+ha+maj | 2 | 860 |
| buf+inv | 1 | 490 |
| compound gates | 3 | 500 |
| xor+xnor | 1 | 150 |
-- cells by family (layout without fill, tap and decap cells) --
group                    Yosys count  in the layout  synth area share
adder cells (fa/ha/maj)            4              4            0.0741
multiplexers                       4              4            0.0630
buffers and inverters             13             19            0.0944
XOR/XNOR                           6              6            0.0778
AND/OR/NAND/NOR                   28             28             0.243
AND-OR/OR-AND                     22             22             0.211
flip-flops                         8              8             0.237
-- layout make-up --
| class | count | share of cell area |
|---|---|---|
| multi-input cells | 64 | 0.535 |
| inverters | 5 | 0.0222 |
| clock buffers | 3 | 0.0489 |
| flip-flops and latches | 8 | 0.190 |
| well taps | 50 | 0.0741 |
| repair buffers | 11 | 0.130 |
-- per-layer routing --
layer | part of all wire | wire length (microns)
met5 | 0 | 0
met4 | 0 | 0
met1 | 0.48 | 758
met3 | 0.085 | 133
met2 | 0.43 | 677
-- power by group through the flow --
stage,logic [mW],registers (mW),clock network (mW)
after CTS,0.104,0.122,0.0947
after global routing,0.116,0.128,0.0994
final,0.102,0.122,0.0905
-- layout by cell type, fill, tap and decap left out, types with 2 or more instances in the layout --
cell	instances
nand2b_1	2
dfxtp_1	8
inv_1	5
nor4b_1	2
clkdlybuf4s50_1	11
nand3b_1	2
o21ai_0	6
a21oi_1	5
xor2_1	2
nor2b_1	5
xnor2_1	4
o22ai_1	2
nand2_1	4
ha_1	4
mux2_2	2
clkbuf_8	3
mux2i_1	2
nor2_1	7
Power and IR drop assume default switching activity.
